==> ./run.sh <==
#!/bin/bash
# OpenROAD 26Q1-2900-gdf79404cd8, Yosys 0.63+post, stock flow scripts
make -C /OpenROAD-flow-scripts/flow DESIGN_CONFIG=/design/flow/config.mk WORK_HOME=/design/flow/orfs finish
==> ./config.mk <==
export PLATFORM = sky130hd
export DESIGN_NAME = wb_stage
export DESIGN_NICKNAME = wb_stage
export VERILOG_FILES = /design/flow/design.v
export SDC_FILE = /design/flow/constraint.sdc
export NUM_CORES = 4
export LEC_CHECK = 1
export CORE_AREA = 10 10 71 71
export DIE_AREA = 0 0 81 81
==> ./constraint.sdc <==
current_design wb_stage

set clk_period 1.0
set clk_io_pct 0.2

create_clock -name clk0 -period $clk_period

set non_clock_inputs [all_inputs -no_clocks]
set_input_delay [expr $clk_period * $clk_io_pct] -clock clk0 $non_clock_inputs
set_output_delay [expr $clk_period * $clk_io_pct] -clock clk0 [all_outputs]
==> ./design.v <==
module wb_stage(
    input [31:0] alu_result,
    input [31:0] mem_out,
    input mem_to_reg,
    output [31:0] write_data
);
assign write_data = mem_to_reg ? mem_out : alu_result;
endmodule
==> results_dict.tcl <==
# place-and-route summary
set metrics [dict create \
    finalSetupViolations 31 \
    total_power_mw 0.632 \
    row_count 22 \
    die_y_um 81 \
    top_area_cell "mux2_4" \
    wl_per_cell_um 16.0 \
    synth.top_cell.area_share_pct 82.8 \
    most_common_cell "mux2_4" \
    routed_wl_um 2950 \
    grt_pass1_wl_um 4180 \
    seq_area_um2 0 \
    syn_area_um2 544 \
    rsz0062_at_grt "yes" \
    gp_congestion 0.809 \
    slew_headroom_pct 92.6 \
    cts_setup_buffers 0 \
    critical_path.max_fanout 8 \
    status "complete, but fails checks" \
    max_freq_mhz 917 \
    seqPwrFrac_pct 0 \
    start_kind "input port" \
    pwr_density_cell_mw_per_mm2 397 \
    ant_nets 0 \
    synth_cell_types 4 \
    yosys.stat.seqShare_pct 0 \
    endpoint_kind "primary output" \
    postSynthCellCount 36 \
    vias_per_cell 3.84 \
    hold_class "in2out" \
    area_leaders "mux2_4, buf_12, mux2_2, buf_6" \
    ys_top_cells_by_count "mux2_4, buf_12, mux2_2, buf_6" \
    fin_cells 184 \
    fillers 369 \
    pre_cts_ws_ps -519 \
    ir_worst_vdd_mv 0.170 \
    p_comb_share_pct 100.0 \
    route.detailed.drc 0 \
    swShare_pct 22.5 \
    hold_ws_ps 770 \
    wl_met1_um 1110 \
    top_layer_used "met3" \
    routed-wl-met3_um 347 \
    p_leak_nw 0.860 \
    die_w_um 81 \
    violations "setup timing" \
    finalCritPeriodShare_pct 109 \
    timing_hold_violations_final 0 \
    p_switching_mw 0.142 \
    p_clk_share_pct 0 \
    vias 706 \
    grt_pass1_vias 787 \
    route.met2.wl_um 1490 \
    finalWorstSetupSlack_ps -90.8 \
    worst_pin_slew_ps 110 \
    drive_above_1_share_pct 52.9 \
    grt_max_degree 9 \
    drtIter0Drc 7 \
    syn2layout_area_growth_pct 193 \
    ff_count 0 \
    dpl.hpwl_um 2530 \
    port_buffers 97 \
    clock_buffer_count 0 \
    avgSynthCellArea_um2 15.1 \
    first_pass_iters 2 \
    final_util_pct 43.8 \
    grt_usage_pct 8.08 \
    antenna_found_initial 0 \
    ys_cells 36 \
    dpl.cell_count 180 \
    fp_util_pct 15.0 \
    pin_count 97 \
    yosys_area_um2 544 \
    slew_viol_final 0 \
    internal_power_mw 0.490 \
    crit_arrival_ps 890 \
    grt-ovfl-total 0 \
    yosys_warnings 0 \
    core_mm2 0.00363 \
    n_antenna_cell 0 \
    warning_count 34 \
    dieArea_mm2 0.00656 \
    required_ps 800 \
    worst-setup-path-type "in2out" \
    post-route-min-period_ps 1090 \
    max-cap-violations 0 \
]
[power groups by stage]
| stage | clock network [mW] | logic (mW) | registers (mW) |
|---|---|---|---|
| after CTS | 0 | 0.604 | 0 |
| after global routing | 0 | 0.676 | 0 |
| final | 0 | 0.632 | 0 |
[metrics by stage]
step,area [um2],TNS (ps)
after floorplan,544,0
after global routing,1590,-3160
after detailed placement,1550,-15940
final,1590,-2610
after CTS,1530,-2740
after global placement,1550,-15910
[cells in the final DEF, fill, tap and decap left out]
cell / instances
mux2_4: 32
dlygate4sd2_1: 62
buf_6: 23
buf_16: 5
buf_2: 9
buf_4: 1
buf_12: 2
clkdlybuf4s15_1: 2
[layout make-up]
cell class / count / area (um2) / area share (%)
Multi-Input combinational cell: 32 / 480 / 30.2
Tap cell: 48 / 60.1 / 3.77
Timing Repair Buffer: 104 / 1050 / 66.1
[worst max-delay path, stage by stage]
cell and delay [ps]:
buf_16 140, buf_16 140, mux2_4 300, buf_6 110
[timing repair]
action | in CTS | in global routing
endpoints found under the setup margin | 32 | 32
gates cloned | 4 | 0
hold buffers | 0 | 0
gates resized | 185 | 11
[routing by layer]
layer  vias up  global-route usage, %
met5         -                      0
met3         0                   3.23
met2        50                   14.4
met4         0                      0
met1       315                   9.48
li1        341                      -
[worst paths after layout]
path,from,endpoint,depth (start not counted)
worst max-delay path,mem_to_reg,write_data[25],4
worst min-delay path,mem_out[29],write_data[29],3
[cells by family (layout without fill, tap and decap cells)]
group                  count (synthesis)  in the layout  synth area share [%]
muxes                                 32             32                  86.9
buffers and inverters                  4            104                  13.1
