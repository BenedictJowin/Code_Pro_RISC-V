`design.v`:
```
module alu(
    input [31:0] a,
    input [31:0] b,
    input [3:0] alu_op,
    output reg [31:0] result
);
always @(*) begin
    case (alu_op)
        4'b0000: result = a + b;       
        4'b0001: result = a - b;       
        4'b0010: result = a & b;       
        4'b0011: result = a | b;       
        4'b0100: result = a ^ b;       
        default: result = 0;
    endcase
end
endmodule
module ex_stage(
    input [31:0] reg_data1,
    input [31:0] reg_data2,
    input [31:0] imm,
    input alu_src,
    input [3:0] alu_op,
    output [31:0] alu_result
);
wire [31:0] operand_b;
assign operand_b = alu_src ? imm : reg_data2;
alu alu_instance (
    .a(reg_data1),
    .b(operand_b),
    .alu_op(alu_op),
    .result(alu_result)
);
endmodule
```
`run.sh`:
```
#!/bin/bash
# OpenROAD 26Q1-2900-gdf79404cd8, Yosys 0.63+post, stock flow scripts
make -C /OpenROAD-flow-scripts/flow DESIGN_CONFIG=/design/flow/config.mk WORK_HOME=/design/flow/orfs finish
```
`config.mk`:
```
export PLATFORM = sky130hd
export DESIGN_NAME = ex_stage
export DESIGN_NICKNAME = ex_stage
export VERILOG_FILES = /design/flow/design.v
export SDC_FILE = /design/flow/constraint.sdc
export NUM_CORES = 4
export LEC_CHECK = 1
export CORE_UTILIZATION = 40
```
`constraint.sdc`:
```
current_design ex_stage

set clk_period 18.5
set clk_io_pct 0.2

create_clock -name clk0 -period $clk_period

set non_clock_inputs [all_inputs -no_clocks]
set_input_delay [expr $clk_period * $clk_io_pct] -clock clk0 $non_clock_inputs
set_output_delay [expr $clk_period * $clk_io_pct] -clock clk0 [all_outputs]
```
==> summary.txt <==
Notes from the flow run.

Global route:
- The run gives the initial antenna violation count as 0.
- The run puts the global-route usage over all layers at between 20% and 30%.
- For this run the aggregate overflow at the end of global routing stands at 0.
- The run gives the global-route track usage on met3 as less than 1%.
- On met1, the global router reports a usage of around 39%.
- The run gives the pin count of the biggest net entering global routing as 33.
- For this run, global-route usage on met2 was measured as between 40% and 50%.
- The number of global-route vias before repair is roughly 4700.
- After global routing, the most crowded layer is met2.
- The run gives the first-pass GRT wire length as 23.9 mm.

Layout:
- The run puts the layout-stage area growth over the synthesis result at 31.1%.
- The run gives the proportion of layout cells with a drive suffix above 1 as ~5.3%.
- The run gives the post-route cell area as 6050 um2.
- The run puts the clock buffer instance count of the final layout at 0.
- Counting only logic cells after layout, the most numerous master is clkdlybuf4s50_1.
- In the layout the commonest cells are clkdlybuf4s50_1 (132), ha_1 (97), inv_1 (70).
- The final layout contains a sequential cell count of 0.
- Across the whole layout, storage elements account for 0 um2.

STA:
- The run gives the shortest period the worst path allows as approximately 13 ns.
- The pin closest to its max-slew limit shows a slew of just under 0.7 ns.
- OpenROAD reports that the post-layout worst path occupies about two thirds of the period.
- The run gives the count of final max-slew check failures as 0.
- The run gives the relative slew slack as between 50% and 60%.
- The run gives the final number of setup-violating endpoints as 0.
- The run gives the top achievable clock speed as roughly 80 MHz.
- The run gives the number of hold violations in the final report as 0.
- Setup repair after global routing left no endpoint under its margin.
- For the final routed database, the setup TNS stands at 0 ns.

Floorplan:
- The floorplan step set the die height to ~110 um.
- The run gives the die footprint as between 10000 and 15000 um2.
- The run gives the horizontal die dimension as around 110 um.
- For reference, the placement row count at floorplan is 38.
- The run gives the core utilization at floorplan as between 40% and 50%.
- 133 I/O pins were placed.
- Per the OpenROAD floorplan log, the area of the core is between 10000 and 15000 um2.

Logic synthesis:
- Of the synthesized area, sequential elements account for 0%.
- The run gives the count of cell types in the netlist as approximately 66.
- In this run the mean area of a mapped cell was about 7.4 um2.
- Warnings reported by Yosys during synthesis add up to 1.
- The run puts the chip area from the yosys synthesis statistics at approximately 4600 um2.
- The cell count after synthesis came out at between 600 and 700.
- The run puts the number of cell instances after yosys synthesis at approximately 620.
- The run puts the mapped cell area at 4610 um2.

Power and ir drop:
- The run puts the switching power total at 0.0998 mW.
- The run gives the clock share of power as 0%.
- Power spread over the standard cell area amounts to 32.0 nW/um2.
- The power report puts the leakage power at around 2.7 nW.
- The run gives the proportion of total power due to net switching as between 50% and 60%.
- Combinational logic is responsible for around 100% of the overall power.
- The run puts the largest voltage drop on the vdd net at approximately 0.000022 V.
- The run gives the sequential cell fraction of total power as 0%.
- The run puts the internal power at 0.0940 mW.

Placement:
- The run puts the HPWL reported at the end of detailed placement at 12.1 mm.
- The run gives the final estimated routing congestion in global placement as 0.898.
- The run puts the total placed instance area at 6050 um2.
- The run gives the number of buffers inserted by port buffering as 133.

Worst setup path:
- The run puts the arrival time of the worst setup path at 8.84 ns.
- For reference, the critical path cell chain is buf_2, buf_4, mux2_2, nor3_2, nand2_1, nor3_2, a21o_1, o21ai_1, xnor2_1, ha_1, a21o_1, a211o_1, a2111oi_0, and3_1, nor4_1, xnor2_1, o21ai_1, clkdlybuf4s50_1.
- Broken down by cell family, the worst path's largest delay share belongs to buffers and inverters.
- The worst setup path is captured at a primary output.
- The run gives the data required time at the worst endpoint as between 10 and 15 ns.
- The run gives the type of the setup path with the least slack as input port to primary output.
- The run puts the number of buffers and inverters on the critical path at 3.
- The run puts the maximum fanout count along the critical path at 29.
- The timing report shows that the slowest cell on the worst path is buf_2.
- The run puts the highest cell delay on the worst timing path at roughly 0.53 ns.
- The run gives the sort of element at the start of the critical path as an input port.

Job:
- The run puts the reported max-cap violation count at 0.
- The run gives the total number of warnings across the stage logs as around 66.

Detailed routing:
- The run gives the violation tally from detailed-route iteration zero as roughly 290.
- The run gives the first-pass detailed-route iteration total as 4.
- The count of nets left with antenna violations once routing finished came out at 0.
- The number of antenna diodes in the final layout is 0.
- Across all layers, the routed design uses around 4900 vias.
- The run gives the mean routed wirelength per cell as 17.3 um.
- The script logs the ratio of routed vias to standard cells as around 5.6.
- The run gives the overall routed net length as between 15 and 20 mm.
- The run puts the detailed-route DRC error count at 0.

Clocking:
- The run gives the post-CTS setup buffer count as 0.
- The run puts the number of hold buffers added after cts at 0.
- The run puts the count of instances resized after the clock tree is built at 0.

Worst hold path:
- According to the hold report, the worst path is of the input port to primary output type.

Run status:
- The run finished with clean final reports.
==> path summary, 6_finish.rpt <==
path | from | depth (start not counted) | endpoint
worst max-delay path | alu_src | 18 | alu_result[31]
worst min-delay path | reg_data1[0] | 5 | alu_result[0]
==> power groups by stage <==
stage / Sequential (mW) / Combinational, mW / Clock (mW)
4_1_cts: 0 / 0.194 / 0
5_1_grt: 0 / 0.214 / 0
6_report: 0 / 0.194 / 0
==> metrics by stage <==
stage | setup slack, ns | utilization [%] | cells | power [mW] | hold slack (ns)
floorplan | 7.10 | - | 623 | 0.122 | 7.56
global placement | 6.05 | 54.8 | 876 | 0.193 | 8.59
detailed placement | 6.00 | 54.8 | 876 | 0.193 | 8.59
CTS | 5.98 | 54.8 | 876 | 0.194 | 8.60
global route | 5.62 | 54.8 | 876 | 0.214 | 8.62
finish | 5.96 | 54.8 | 876 | 0.194 | 8.59
==> synthesized netlist by cell type (5+ instances only) <==
cell type	number	area, um2
o221ai_1	17	149
xnor2_1	45	394
nor4_1	7	43.8
ha_1	97	1210
a31oi_1	11	68.8
nor4b_1	5	43.8
mux2i_1	25	250
o21ai_1	11	55.1
xor2_1	12	105
clkbuf_1	21	78.8
nand2_1	38	143
nor2b_1	5	31.3
o21ai_0	23	115
o21a_1	5	37.5
a21oi_1	29	145
a22oi_1	20	150
inv_1	70	263
nor3_1	16	80.1
a21o_1	15	113
nor2_1	48	180
nand3_1	12	60.1
a221oi_1	10	87.6
==> cell families after synthesis <==
kind of cell             count (synthesis)  synth area share, %
AND-OR/OR-AND                          177                 27.7
AND/OR/NAND/NOR                        159                 17.9
adder cells (fa/ha/maj)                 98                 26.7
buffers and inverters                   98                 8.55
XOR/XNOR                                57                 10.8
multiplexers                            34                 8.27
==> final cells by class <==
class / count / area (um2)
fillers: 1048 / 4980
inverters: 71 / 267
multi-input cells: 525 / 4230
well taps: 140 / 175
repair buffers: 140 / 1380
==> routing by layer <==
| layer | part of all wire [%] | up-vias |
|---|---|---|
| met4 | 0.65 | 0 |
| met1 | 50 | 2276 |
| met2 | 44 | 122 |
| met3 | 5.4 | 7 |
| met5 | 0 | - |
| li1 | - | 2492 |
Power figures rest on the tool's default switching activity, not on a simulated workload.
