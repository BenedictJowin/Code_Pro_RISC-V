===== design.v =====
module register_file(
    input clk,
    input we,
    input [4:0] rs1,
    input [4:0] rs2,
    input [4:0] rd,
    input [31:0] wd,
    output [31:0] rd1,
    output [31:0] rd2
);
reg [31:0] regs[0:31];
assign rd1 = regs[rs1];
assign rd2 = regs[rs2];
always @(posedge clk) begin
    if (we && rd != 0)
        regs[rd] <= wd;
end
integer i;
initial begin
    for (i = 0; i < 32; i = i + 1)
        regs[i] = i;   
end
endmodule

===== config.mk =====
export PLATFORM = sky130hd
export DESIGN_NAME = register_file
export DESIGN_NICKNAME = register_file
export VERILOG_FILES = /design/flow/design.v
export SDC_FILE = /design/flow/constraint.sdc
export NUM_CORES = 4
export LEC_CHECK = 1
export CORE_UTILIZATION = 30

===== constraint.sdc =====
current_design register_file

set clk_period 10.0
set clk_io_pct 0.2

create_clock -name clk0 -period $clk_period [get_ports {clk}]

set non_clock_inputs [all_inputs -no_clocks]
set_input_delay [expr $clk_period * $clk_io_pct] -clock clk0 $non_clock_inputs
set_output_delay [expr $clk_period * $clk_io_pct] -clock clk0 [all_outputs]

===== run.sh =====
#!/bin/bash
# OpenROAD 26Q1-2900-gdf79404cd8, Yosys 0.63+post, stock flow scripts
make -C /OpenROAD-flow-scripts/flow DESIGN_CONFIG=/design/flow/config.mk WORK_HOME=/design/flow/orfs finish

==> summary.txt <==
yosys + openroad results -> status completed, die width 405 um, largest net degree at the start of global routing 97, Finish-stage setup viols 0, Pleak 0.0201 uW, CP required 8000 ps, largest reg by FF count regs, CP Cell Sequence clkdlybuf4s50_1 -> nor2b_4 -> buf_4 -> a22o_1 -> nor3_1 -> a31oi_1 -> nand3_1 -> clkdlybuf4s50_1, antenna violations before repair 15, hpwl dp about 82000 um, buffers added on ports between 100 and 150, WL final 153000 um, crit path max-delay cell type nor2b_4, crit share post-route 74.9%, YS chip area 48800 sq um, yosys warns 1, critical path type in2out, design area 55600 sq um, RSZ-0062 raised after global routing false, max FFs per register 1024, share of cells above drive strength 1 under 10%, min Tclk post-route around 7500 ps, Final Util 34.5%, critical path launch point type input port, vias in the first global route around 32000, post_cts resized 0, final worst setup slack about 2500 ps, # IOs 113, number of enable flip-flop cells 1024, setup bufs post-CTS 0, tool warning count 26, P per Cell Area approximately 170 nW/um^2, antenna viol nets, final 0, Worst-path clk slew 60 ps, CP top delay family buffers and inverters, HP Class in2reg, setup TNS 0 ps, Tot GR Track Use 19.5%, Hold Vio Cnt, Final 0, first-pass GRT wire length 217000 um, yosys cell count between 3000 and 4000, starting DRC count in detailed routing about 1900, fmax 0.134 GHz, Post-synth seq share 63.1%, cts-stage hold buffer count 0, Vias/cell 5.33, post-DR wirelength/cell 26.7 um, Slew @ Worst Pin 918 ps, Pins Over Slew Limit 0, fp util 30.3%, Worst path most repeated cell clkdlybuf4s50_1, Synth Cell Area between 40000 and 50000 sq um, CTS Root Cell clkbuf_16, Crit. End Element output port, Final Power 9240 uW, dpl cell area 52600 sq um, Std-Cell Core Area 161000 sq um, cts bufs inserted around 100, Max IR drop VDD about 0.12 mV, die y size 405 um, H-tree depth 3, GP Congestion approximately 0.86, Vias 30634, Avg Inst Size Synth 14.4 sq um, # DRC 0, asr flop ratio synth 0%, Row Count 147, MaxCap Viol Count 0, worst slack, placed 2580 ps, biggest regs regs x1024, Pre-antenna DRT Iters 8, clk buf depth 3, Largest stage delay, worst path approximately 760 ps, clk sink count roughly 1000, Critical path buffers and inverters 3, Synth Instances 3386, CTS tree done, total gr overflow 0, Registers, synthesis 1024, ys flop type edfxtp_1, Distinct cells, synth 24, Max FO, Critical Path 38, die area 164000 sq um, P&R area growth vs syn 14.0%, Slew HR 38.6%, critical path arrival 5490 ps
==> cell families after synthesis <==
| group | synth area share, % |
|---|---|
| compound gates | 8.05 |
| buf+inv | 3.15 |
| flops | 63.1 |
| other cells | 0.00769 |
| mux | 21.0 |
| simple gates | 4.71 |
==> metal layers <==
metal / track usage (%) / part of all wire (%)
met5: 0.624 / 0.10
met4: 4.67 / 2.8
met3: 14.2 / 17
met2: 28.6 / 45
met1: 23.2 / 36
==> power breakdown <==
group	total [uW]	internal, uW	switching [uW]
Sequential	4810	4790	24.4
Combinational	881	335	546
Clock	3550	1930	1620
==> synth_stat cells, types with 5 or more instances <==
cell type,number,area (sq um)
buf_2,62,310
nor3_1,64,320
mux2i_1,1024,10200
nand3_1,194,971
buf_4,57,428
a22o_1,128,1120
clkbuf_1,82,308
edfxtp_1,1024,30700
a22oi_1,192,1440
nor2_1,34,128
a21oi_1,192,961
nand3b_1,5,37.5
buf_1,11,41.3
buf_6,37,417
a31oi_1,64,400
nand2_1,195,732
==> path summary, 6_finish.rpt <==
kind / startpoint / to / slack (ps) / cells after the start
setup / recovery: rs2[2] / rd2[7] / 2510 / 8
hold / removal: wd[12] / regs[30][12] / 2120 / 2
==> area by class of cell <==
type	instances	area [sq um]
Antenna cell	1	2.50
Clock buffer	129	2650
Clock inverter	55	369
Fill cell	15196	105000
Multi-Input combinational cell	2140	16900
Sequential cell	1024	30700
Tap cell	2160	2700
Timing Repair Buffer	235	2220
==> stage by stage <==
step | hold slack (ps) | std cells
after floorplan | 2100 | 3417
after global placement | 2830 | 5559
after detailed placement | 2830 | 5559
after CTS | 2080 | 5743
after global routing | 2120 | 5744
final | 2120 | 5744
==> cells in the final DEF, fill, tap and decap left out, types with 64 or more instances in the layout <==
master,instances
a21oi_1,192
a22o_1,128
a22oi_1,192
a31oi_1,64
buf_4,110
clkbuf_16,102
clkdlybuf4s50_1,110
edfxtp_1,1024
mux2i_1,1024
nand2_1,193
nand3_1,194
nor3_1,64
Power figures rest on the tool's default switching activity, not on a simulated workload.
